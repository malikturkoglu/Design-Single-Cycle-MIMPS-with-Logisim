==> flow/design.v <==
module alucont(aluopBlez,aluopandi,aluop1,aluop0,f5,f4,f3,f2,f1,f0,gout,goutJmor,goutJalr); 
input aluopBlez,aluopandi,aluop1,aluop0,f5,f4,f3,f2,f1,f0;
output [2:0] gout;
output goutJmor;
output goutJalr;
reg [2:0] gout;
reg goutJmor;
reg goutJalr;
always @(aluopBlez or aluopandi or aluop1 or aluop0 or f5 or f4 or f3 or f2 or f1 or f0)
begin
if(~(aluop1|aluop0))  gout=3'b010;
if(1)  goutJmor=1'b0;
if(1)  goutJalr=1'b0;
if(aluop0)gout=3'b110;
if(aluopandi)gout=3'b000;  
if(aluopBlez)gout=3'b011;
if(aluop1) 
begin
	if (f5&~(f4)&~(f3)&~(f2)&~(f1)&~(f0))gout=3'b010; 	 
	if (f5&~(f4)&f3&~(f2)&f1&~(f0))gout=3'b111;	 
	if (f5&~(f4)&~(f3)&~(f2)&f1&~(f0))gout=3'b110;	 
	if (~f5&(f4)&~(f3)&(f2)&f1&(f0))gout=3'b001;	 
	if (f5&~(f4)&~(f3)&f2&~(f1)&f0)gout=3'b001;	 
	if (f5&~(f4)&~(f3)&f2&~(f1)&f0)goutJmor=1'b1;
	if (~(f5)&~(f4)&f3&~(f2)&~(f1)&f0)goutJalr=1'b1;	 
	if (f5&~(f4)&~(f3)&f2&~(f1)&~(f0))gout=3'b000;	 
	if (~(f5)&~(f4)&~(f3)&~(f2)&f1&~(f0))gout=3'b100;	 
end
end
endmodule
==> flow/run.sh <==
#!/bin/bash
# OpenROAD 26Q1-2900-gdf79404cd8, Yosys 0.63+post, stock flow scripts
make -C /OpenROAD-flow-scripts/flow DESIGN_CONFIG=/design/flow/config.mk WORK_HOME=/design/flow/orfs finish
==> flow/config.mk <==
export PLATFORM = sky130hd
export DESIGN_NAME = alucont
export DESIGN_NICKNAME = alucont
export VERILOG_FILES = /design/flow/design.v
export SDC_FILE = /design/flow/constraint.sdc
export NUM_CORES = 4
export LEC_CHECK = 1
export CORE_AREA = 10 10 70 70
export DIE_AREA = 0 0 80 80
==> flow/constraint.sdc <==
current_design alucont

set clk_period 1.2
set clk_io_pct 0.2

create_clock -name clk0 -period $clk_period

set non_clock_inputs [all_inputs -no_clocks]
set_input_delay [expr $clk_period * $clk_io_pct] -clock clk0 $non_clock_inputs
set_output_delay [expr $clk_period * $clk_io_pct] -clock clk0 [all_outputs]
==> GITHUB_STEP_SUMMARY <==
### Yosys + OpenROAD results

| Metric | Value |
|---|---|
| Outcome | finished, final reports clean |
| Finished Core Util | 19.93% |
| Register pins left without a clock | 3 |
| Worst Path Buf+Inv | 2 |
| DIE AREA | 0.006400 sq mm |
| Critical path's slowest cell | nor4b_4 |
| Arr. time, crit path | 930 ps |
| Die height | 80 um |
| Crit path from | f1 |
| Worst hold slack | 816.6 ps |
| # Cells Yosys | 49 |
| Post-detailed-route count of antenna-violating nets | 0 |
| Hold_sp | f1 |
| FF+latch count, synth | 3 |
| CP Launch Type | primary input |
| Post-Syn Area per Cell | 6.997 sq um |
| Worst Tran Pin Value | 386.3 ps |
| Final WS setup | 34.80 ps |
| Min Tclk post-route | 1165 ps |
| # rows | 21 |
| N_diodes | 0 |
| Post-Syn Area | 342.8 sq um |
| Period utilisation layout | 97.10% |
| Tool warnings | 34 |
| FP Core Util | 10.04% |
| Leading area contributor after synthesis | dlxtn_1 |
| DR WL/cell | 10.17 um |
| Vias in the first global route | 478 |
| Largest net degree at the start of global routing | 10 |
| Max-cap viol count | 0 |
| Gp weighted congestion | 0.8129 |
| Vias | 483 |
| Setup CP Type | in -> out |
| Initial antenna violation count | 0 |
| PwrDens | 228.0 mW/mm^2 |
| Top cell excl fill/tap | buf_4 |
| # DRC | 0 |
| Chip Area, Yosys | 342.8 sq um |
| Slew headroom | 74.05% |
| Final hold violations | 0 |
| Fill cells | 387 |
| Cell Chain, Critical Path | buf_8, nor4b_4, and4b_1, clkbuf_2 |
| Gr ovfl total | 0 |
| Post-CTS Hold Fix Bufs | 0 |
| Vias per Instance | 3.833 |
| Worst Setup End Kind | primary output |
| Core Region | 0.003416 sq mm |
| 1st-pass router iterations | 4 |
| Worst path depth | 4 |
| IO Pins | 15 |
| Layout cells sized above 1 | 38.75% |
| First-pass GRT wire length | 2104 um |
| Most frequent cells in the layout | buf_4 (18), nand2_1 (7), clkdlybuf4s50_1 (6) |
| P_leak | 0.2841 nW |
| Routed WL | 1282 um |
| Warnings, synthesis | 4 |
| PortBufs | 15 |
| Endpoints left unconstrained | 6 |
| Max-slew violation total from the final report | 0 |
| Cell Type Count | 27 |
| Biggest area cells | dlxtn_1 (13%), a2111oi_4 (8.0%), nand2_1 (7.7%) |
| Die X | 80 um |
| Fmax | 858.2 MHz |
| Mapped Cells | 49 |
| Max reg flops | 3 |
| Crit path max-delay family | simple AND/OR/NAND/NOR gates |
| Total Routing Usage GR | 3.720% |
| Unrepaired setup endpoints after global routing | yes |
| Initial DRC count | 49 |
| Setup WS pre-CTS | -818.6 ps |
| CP required | 960 ps |
| Top-area cell share | 13.14% |
| Peak supply drop | 0.00005312 V |
| Placed Instances | 120 |
| Non-filler cells, final | 126 |
| CP Max Fanout | 3 |
| Worst setup path endpoint | goutJalr |
| Area Overhead vs Synth | 98.54% |
| Finish-stage setup viols | 0 |
| Max stage delay on crit path | 270 ps |
| Hold crit path type | in -> out |
area by class of cell:
type / count / area (sq um) / share of cell area [%]
Tap cell: 46 / 57.56 / 8.456
Sequential cell: 3 / 45.04 / 6.618
Inverter: 1 / 3.754 / 0.5515
Timing Repair Buffer: 33 / 264.0 / 38.79
Multi-Input combinational cell: 43 / 310.3 / 45.59
how the worst min path moves through the flow:
| stage | endpoint | depth (start not counted) | slack [ps] |
|---|---|---|---|
| 6_report | goutJmor | 5 | 820 |
| 4_1_cts | goutJmor | 5 | 910 |
| 5_1_grt | goutJmor | 5 | 840 |
synthesized netlist by cell type, drive strengths merged:
cell type  number
a2111oi         1
a211oi          1
a21oi           4
a311o           1
and3            2
and3b           1
and4b           1
buf             2
dlxtn           3
inv             1
nand2           7
nand2b          2
nand3           2
nand3b          1
nand4           2
nor2            4
nor2b           2
nor3            3
nor3b           2
nor4b           1
nor4bb          1
o211ai          1
o21ai           1
o31a            1
or3b            1
or4             1
worst min-delay path: stages:
cell	delay [ps]
buf_8	90
nor3b_4	40
nand2_1	60
nor2_1	40
buf_2	100
per-layer routing:
metal	wire (um)	vias to the layer above	global-route usage [%]	part of all wire, %
met5	0	-	0	0
met4	0	0	0	0
met3	49	0	0.2273	3.8
met2	658	8	7.303	51
met1	574	228	4.491	45
li1	-	247	-	-
power by group:
group	leakage, nW	total, W	switching, W	internal [W]
Clock	0	0	0	0
Combinational	0.260	0.000151	0.0000670	0.0000841
Sequential	0.0243	0.00000404	0.000000199	0.00000385
through the flow:
| step | instance area (sq um) | setup TNS, ps | power [W] |
|---|---|---|---|
| after floorplan | 342.8 | 0 | 0.00005485 |
| after global placement | 628.1 | -1608 | 0.0001389 |
| after detailed placement | 628.1 | -1592 | 0.0001402 |
| after CTS | 661.9 | -403.4 | 0.0001463 |
| after global routing | 680.7 | -8.392 | 0.0001682 |
| final | 680.7 | 0 | 0.0001552 |
logic make-up after synthesis:
| group | Yosys count | synth area share [%] |
|---|---|---|
| and+or+nand+nor | 33 | 56.93 |
| buffers and inverters | 3 | 4.743 |
| AOI/OAI and AO/OA | 10 | 25.18 |
| latches | 3 | 13.14 |
repair_timing:
item,in CTS,in global routing
setup endpoints to repair,2,2
gates cloned,0,0
gates resized,25,12
setup buffers,4,2
pin swaps,5,4
Power is estimated from default activity; no workload was simulated.
