==> flow/run.sh <==
#!/bin/bash
# OpenROAD 26Q1-2900-gdf79404cd8, Yosys 0.63+post, stock flow scripts
make -C /OpenROAD-flow-scripts/flow DESIGN_CONFIG=/design/flow/config.mk WORK_HOME=/design/flow/orfs finish
==> flow/config.mk <==
export PLATFORM = sky130hd
export DESIGN_NAME = alu32
export DESIGN_NICKNAME = alu32
export VERILOG_FILES = /design/flow/design.v
export SDC_FILE = /design/flow/constraint.sdc
export NUM_CORES = 4
export LEC_CHECK = 1
export CORE_UTILIZATION = 50
==> flow/constraint.sdc <==
current_design alu32

set clk_period 31.4
set clk_io_pct 0.2

create_clock -name clk0 -period $clk_period

set non_clock_inputs [all_inputs -no_clocks]
set_input_delay [expr $clk_period * $clk_io_pct] -clock clk0 $non_clock_inputs
set_output_delay [expr $clk_period * $clk_io_pct] -clock clk0 [all_outputs]
==> flow/design.v <==
module alu32(shamt,sum,a,datab,b,zout,blezCon,gin,nout,aluopBaln); 
output [31:0] sum;
input aluopBaln;
input [31:0] a,b,datab;
input [4:0] shamt;
input [2:0] gin; 
reg [31:0] sum;
reg [31:0] less;
output zout,blezCon,nout;
reg zout,blezCon,nout;
always @(a or b or gin)
begin
	case(gin)
	3'b010: sum=a+b; 		 
	3'b110: sum=a+1+(~b);	 
	3'b111: begin less=a+1+(~b);	 
			if (less[31]) sum=1;	
			else sum=0;
		  end
	3'b000: sum=a & b;	 
	3'b011: sum=a+b;  
	3'b001: sum=a|b;		 
	3'b100: sum=datab>>shamt;  
	default: sum=31'bx;	
	endcase
zout=~(|sum);
if(~aluopBaln)nout=sum[31];
blezCon=a[31] || ~(|a);
end
endmodule
==> impl_metrics.tcl <==
# yosys + openroad results
set metrics [dict create \
    p_total_mw 0.165 \
    ios 140 \
    largest_reg_flops 1 \
    synth_area_per_cell_um2 6.94 \
    power_frac_seq_pct 0.1 \
    maxSlewViolCount 0 \
    power_density_nw_per_um2 18.4 \
    path_delay_family "AND-OR/OR-AND gates" \
    combPwrFrac_pct 99.9 \
    ant_nets 0 \
    edf_count 0 \
    cts_resized 0 \
    synth.distinct_cells 86 \
    fp_util_pct 51.5 \
    hold_viol 0 \
    drt-total-wl_um 29300 \
    grt_max_degree 48 \
    p_sw_mw 0.0929 \
    layout-drive-gt1-share_pct 6.83 \
    common_cells "inv_1, nor2_1, ha_1" \
    setup_violations 0 \
    cp-start-kind "input pin" \
    p_int_mw 0.0721 \
    worstPathRequired_ps 25120 \
    ys_ff 1 \
    critPathBufInv 2 \
    cp_cell_sequence "clkdlybuf4s50_1 -> ha_1 -> fa_1 -> a211oi_2 -> o21ai_1 -> o2bb2ai_1 -> o211ai_1 -> a2111oi_0 -> a31oi_1 -> a211o_1 -> nor4_1 -> o2111a_1 -> and4bb_1 -> clkdlybuf4s50_1" \
    path_max_fanout 5 \
    largest_area_cell "ha_1" \
    status "finished, final reports clean" \
    drtIter0Drc 1164 \
    ff_type "dlxtn_1" \
    p_leak_nw 3.75 \
    slew_headroom_pct 48.9 \
    core_um2 14600 \
    p_clk_share_pct 0 \
    yosys_warnings 1 \
    num_rows 44 \
    grt_usage_pct 38.1 \
    fin_crit_sh_pct 55.0 \
    hp-class "in2out" \
    area_delta_synth_final_pct 18.9 \
    critPathKind "in2out" \
    synth_chip_area_um2 7540 \
    synth_area_um2 7540 \
    viasPerCell 6.61 \
    synthTopCellsByArea "ha_1, mux4_2, a21oi_1" \
    post-synth-top-count-cell "inv_1" \
    portBuffers 140 \
    cp_slowest_cell "o2bb2ai_1" \
    postCtsSetupRepairBufs 0 \
    tightest_slew_ps 764 \
    dp_hpwl_um 24000 \
    unconstrained_endpoints 2 \
    drc 0 \
    grt_pass1_vias 8096 \
    grt_overflow_total 0 \
    fmax_mhz 57.9 \
    cts_hold_buffers 0 \
    yosys_cells 1087 \
    rsz0062_at_grt "no" \
    maxCapViolations 0 \
    synthArstFlopShare_pct 0 \
    fp.dieW_um 125 \
    cp.arrival_ps 10980 \
    vias 8964 \
    unclocked_pins 1 \
    p_sw_share_pct 56.3 \
    dieArea_um2 15600 \
    crit_path_end_kind "output port" \
    grt_pass1_wl_um 46000 \
    min_period_ps 17260 \
    cp_common_cell "clkdlybuf4s50_1" \
    wire_per_inst_um 21.6 \
    critPathMaxStageDelay_ps 500 \
    final.setup.tns_ps 0 \
    antenna_found_initial 1 \
    warnings 96 \
    top_cell_area_share_pct 15.8 \
    drt_pass1_iterations 27 \
    die_y_um 125 \
    peakVddDrop_mv 0.00955 \
    syn_inst 1087 \
    place.gp.congestion 1.05 \
]
path summary, 6_finish.rpt:
| path | from | to | cells past startpoint |
|---|---|---|---|
| worst max-delay path | a[0] | zout | 14 |
| worst min-delay path | a[31] | blezCon | 4 |
power by group through the flow:
| stage | Combinational (mW) | Clock [mW] | Sequential [mW] |
|---|---|---|---|
| 6_report | 0.165 | 0.0000000000136 | 0.000192 |
| 4_1_cts | 0.162 | 0 | 0.000194 |
| 5_1_grt | 0.178 | 0 | 0.000194 |
cell families after synthesis:
family / after synthesis / share of synthesized area (%)
xor gates and xnor gates: 9 / 1.05
buffers and inverters: 170 / 8.86
latches: 1 / 0.199
muxes: 84 / 16.7
adders and majority gates: 97 / 16.3
AOI/OAI and AO/OA: 358 / 31.8
and+or+nand+nor: 368 / 25.1
placed cells by master (no fill, tap or decap), types with 10 or more instances in the layout:
cell type          n
clkdlybuf4s50_1  136
inv_1            102
nor2_1            95
ha_1              95
a21oi_1           93
nand2_1           79
o21ai_0           60
mux2i_1           41
mux4_2            31
nand3_1           28
o22ai_1           25
nor4_1            25
o211ai_1          24
nor3_1            20
nand2b_1          19
nor2b_1           17
a211oi_1          15
a31oi_1           14
nand4_1           13
a21o_1            13
mux2_2            11
or2_2             11
buf_4             11
and2_1            10
o31ai_1           10
cell type report:
type,count,area (µm²)
Sequential cell,1,15.0
Tap cell,184,230
Fill cell,1383,5680
Antenna cell,1,2.50
Timing Repair Buffer,151,1460
Multi-Input combinational cell,916,6860
Inverter,104,390
metrics by stage:
step / hold WS [ps] / area, µm² / util, % / std cells / worst slack [ps]
2_1_floorplan: 12620 / 7540 / - / 1087 / 15860
3_3_place_gp: 13620 / 8960 / 61.2 / 1356 / 14210
3_5_place_dp: 13590 / 8960 / 61.2 / 1356 / 14240
4_1_cts: 13610 / 8960 / 61.2 / 1356 / 14220
5_1_grt: 13650 / 8960 / 61.2 / 1356 / 13800
6_report: 13590 / 8970 / 61.2 / 1357 / 14140
metal layers:
layer / wire length, µm / global-route usage (%)
met3: 3620 / 8.45
met5: 0 / 0
met2: 12700 / 57.7
met4: 831 / 9.51
met1: 12200 / 55.3
Power figures rest on the tool's default switching activity, not on a simulated workload.
